$ cat flow/design.v
module flounder_84_decoder(
	input CLK,
	input CLK2,
	input RST,
	input [19:0] ADDR,
	inout [7:0] DATA,
	output WAIT,
	input R,
	input W,
	input MREQ,
	input IOREQ,
	input M1,
	output NMI,
	output [2:0] INT,
	output RAMEN,
	output ROMEN,
	output USBEN,
	output PIOEN,
	output LCDEN0,
	output LCDEN1,
	input USBINT,
	output CLK_ASCI,
	input KB_CLK,
	input KB_DATA,
	output reg [2:0] LED,
	output [7:0] USER
);
wire CPLDEN;
assign ROMEN = ~(~ADDR[19] * ~ADDR[18] * ~ADDR[17] * ~ADDR[16] * ~ADDR[15] * ~MREQ * ~R);
assign RAMEN = ~(~ADDR[19] * ~ADDR[18] * ~ADDR[17] * ~ADDR[16] * ADDR[15] * ~MREQ);
assign PIOEN = ~(~ADDR[15] * ~ADDR[14] * ADDR[13] * ~IOREQ);
assign CPLDEN = ~ADDR[15] * ADDR[14] * ~ADDR[13] * ~IOREQ * M1;
assign LCDEN0 = ~ADDR[15] * ADDR[14] * ADDR[13] * ~IOREQ;
assign LCDEN1 = ADDR[15] * ~ADDR[14] * ~ADDR[13] * ~IOREQ;
assign USBEN = ~(ADDR[15] * ~ADDR[14] * ADDR[13] * ~IOREQ);
assign USER[5] = ~(ADDR[15] * ADDR[14] * ~ADDR[13] * ~IOREQ);
wire PS2EN = CPLDEN * ~ADDR[1] * ~ADDR[0];
wire LEDEN = CPLDEN * ~ADDR[1] * ADDR[0];
assign NMI = 1'bZ;
assign INT = 3'bZ;
assign WAIT = 1'bZ;
assign CLK_ASCI = CLK2;
reg [3:0] kb_index = 0;
reg [7:0] kb_val = 0;
reg [7:0] temp_val = 0;
reg kb_clk_read = 0;
reg [3:0] sample_delay = 0;
reg cpu_read_kb_val = 0;
always @(posedge CLK) begin
    if (~RST) begin
        kb_index <= 0;
        kb_val <= 0;
        temp_val <= 0;
        cpu_read_kb_val <= 0;
    end
    else begin
        if (PS2EN * ~W) cpu_read_kb_val <= 1;
        if (cpu_read_kb_val) kb_val <= 8'b0;
        if (~KB_CLK) begin
            if (~kb_clk_read)
                sample_delay <= sample_delay + 1'b1;
            if (sample_delay == 8) begin
                case (kb_index)
                        0:;
                        1: temp_val[0] <= KB_DATA;
                        2: temp_val[1] <= KB_DATA;
                        3: temp_val[2] <= KB_DATA;
                        4: temp_val[3] <= KB_DATA;
                        5: temp_val[4] <= KB_DATA;
                        6: temp_val[5] <= KB_DATA;
                        7: temp_val[6] <= KB_DATA;
                        8: temp_val[7] <= KB_DATA;
                        9:;
                        10:
                        begin
                            kb_val <= temp_val;     
                            cpu_read_kb_val <= 0;
                        end
                    endcase
                    if (kb_index < 10)
                        kb_index <= kb_index + 1'b1;
                    else
                        kb_index <= 0;
                    kb_clk_read <= 1;
            end
        end
        else begin
            kb_clk_read <= 0;
            sample_delay <= 0;
        end
    end
end
assign DATA = (PS2EN * ~R) ? kb_val : 8'bZ;
always @(posedge CLK) begin
	if (~RST) LED <= 3'b0;
	else if (LEDEN) LED <= DATA[2:0];
end
endmodule
$ cat flow/run.sh
#!/bin/bash
# OpenROAD 26Q1-2900-gdf79404cd8, Yosys 0.63+post, stock flow scripts
make -C /OpenROAD-flow-scripts/flow DESIGN_CONFIG=/design/flow/config.mk WORK_HOME=/design/flow/orfs finish
$ cat flow/config.mk
export PLATFORM = sky130hd
export DESIGN_NAME = flounder_84_decoder
export DESIGN_NICKNAME = flounder_84_decoder
export VERILOG_FILES = /design/flow/design.v
export SDC_FILE = /design/flow/constraint.sdc
export NUM_CORES = 4
export LEC_CHECK = 1
export CORE_AREA = 10 10 108 108
export DIE_AREA = 0 0 118 118
$ cat flow/constraint.sdc
current_design flounder_84_decoder

set clk_period 4.6
set clk_io_pct 0.2

create_clock -name clk0 -period $clk_period [get_ports {CLK}]

set non_clock_inputs [all_inputs -no_clocks]
set_input_delay [expr $clk_period * $clk_io_pct] -clock clk0 $non_clock_inputs
set_output_delay [expr $clk_period * $clk_io_pct] -clock clk0 [all_outputs]
==> flow_metrics.tcl <==
# yosys + openroad results
set metrics [dict create \
    ys_sh_adder_pct 4.96 \
    synthTopCellsByArea "dfxtp_1, mux2i_1, edfxtp_1" \
    firstError "[error] [KeplerFormal.cpp:679] Workflow failed: Iso has multiple drivers: .DATA0, DATA[0]$_SDFF_PN0_.Q0" \
    topCombFamilyByArea "simple AND/OR/NAND/NOR gates" \
    synth-edff-count 5 \
    io_pins 62 \
    cts.repair.resized 0 \
    port_buffers 27 \
    numCtsBuffers 5 \
    synth_warnings 12 \
    clock_path_buffers 2 \
    flop_cell "dfxtp_1" \
    place_congestion 0.792 \
    cts_hold_buf 0 \
    h-tree-depth 2 \
    synthDistinctLibCells 37 \
    ys_cells 161 \
    yosys.stat.seqShare_pct 41.7 \
    status "did not finish" \
    post_cts_buffers 0 \
    dp_hpwl_um 2670 \
    synthAoiAreaFrac_pct 4.22 \
    top_area_share_pct 31.8 \
    clock-sinks 29 \
    yosys_area_um2 1510 \
    synthMuxAreaShare_pct 12.6 \
    clockRootBuffer "clkbuf_8" \
    async_reset_ff_share_pct 0 \
    top_cells_by_count "dfxtp_1, nand2_1, mux2i_1" \
    syn-cell-area_um2 1510 \
    yosys.area_share.simple_pct 24.5 \
    stop_stage "clock tree synthesis" \
    dp.cells 309 \
    largest_area_cell "dfxtp_1" \
    xor_share_pct 1.16 \
    chipWidth_um 118 \
    synth_cells 161 \
    synth_dominant_cell_count "dfxtp_1" \
    rows 35 \
    ys_ff 29 \
    syn_area_per_cell_um2 9.40 \
    die_h_um 118 \
    initCoreUtil_pct 16.3 \
]
==> metrics by stage <==
stage | hold WS [ns] | utilization, % | instance area (um^2) | setup slack (ns)
after floorplan | 0.420 | - | 1550 | 2.10
after global placement | 0.445 | 20.0 | 1850 | 1.12
after detailed placement | 0.455 | 20.0 | 1850 | 1.12
==> cells by family after synthesis <==
logic type,after synthesis
and+or+nand+nor,69
DFF,29
buffers and inverters,26
muxes,19
AOI/OAI and AO/OA,9
adders and majority gates,6
xor gates and xnor gates,2
other,1
