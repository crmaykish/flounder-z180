$ cat design/flow/run.sh
#!/bin/bash
# OpenROAD 26Q1-2900-gdf79404cd8, Yosys 0.63+post, stock flow scripts
make -C /OpenROAD-flow-scripts/flow DESIGN_CONFIG=/design/flow/config.mk WORK_HOME=/design/flow/orfs finish
$ cat design/flow/constraint.sdc
current_design flounder_cpld

set clk_period 2.3
set clk_io_pct 0.2

create_clock -name clk0 -period $clk_period [get_ports {CLK}]

set non_clock_inputs [all_inputs -no_clocks]
set_input_delay [expr $clk_period * $clk_io_pct] -clock clk0 $non_clock_inputs
set_output_delay [expr $clk_period * $clk_io_pct] -clock clk0 [all_outputs]
$ cat design/flow/config.mk
export PLATFORM = sky130hd
export DESIGN_NAME = flounder_cpld
export DESIGN_NICKNAME = flounder_cpld
export VERILOG_FILES = /design/flow/design.v
export SDC_FILE = /design/flow/constraint.sdc
export NUM_CORES = 4
export LEC_CHECK = 1
export CORE_AREA = 10 10 90 90
export DIE_AREA = 0 0 100 100
$ cat design/flow/design.v
module flounder_cpld(
    input CLK,
    input RST,
    input MREQ,
    input IOREQ,
    input R,
    input W,
    input [19:13] A,
    input KB_CLK,
    input KB_DATA,
    output [7:0] D,  
    output ROMEN,
    output RAMEN,
    output PIOEN,
    output LCDEN0,
    output LCDEN1,
    output USBEN
);
assign ROMEN = ~(~A[19] * ~A[18] * ~A[17] * ~A[16] * ~A[15] * ~MREQ * ~R);
assign RAMEN = ~(~A[19] * ~A[18] * ~A[17] * ~A[16] * A[15] * ~MREQ);
assign PIOEN = ~(~A[15] * ~A[14] * A[13] * ~IOREQ);
assign CPLDEN = ~(~A[15] * A[14] * ~A[13] * ~IOREQ);
assign LCDEN0 = ~A[15] * A[14] * A[13] * ~IOREQ;
assign LCDEN1 = A[15] * ~A[14] * ~A[13] * ~IOREQ;
assign USBEN = ~(A[15] * ~A[14] * A[13] * ~IOREQ);
reg [3:0] kb_index = 0;
reg [7:0] kb_val = 0;
reg [7:0] temp_val = 0;
reg kb_clk_read = 0;
reg [3:0] sample_delay = 0;
always @(posedge CLK) begin
    if (~RST) begin
        kb_index <= 0;
        kb_val <= 0;
        temp_val <= 0;
    end
    else begin
        if (~KB_CLK) begin
            if (~kb_clk_read)
                sample_delay <= sample_delay + 1;
            if (sample_delay == 8) begin
                case (kb_index)
                        0:;
                        1: temp_val[0] <= KB_DATA;
                        2: temp_val[1] <= KB_DATA;
                        3: temp_val[2] <= KB_DATA;
                        4: temp_val[3] <= KB_DATA;
                        5: temp_val[4] <= KB_DATA;
                        6: temp_val[5] <= KB_DATA;
                        7: temp_val[6] <= KB_DATA;
                        8: temp_val[7] <= KB_DATA;
                        9:;
                        10: kb_val <= temp_val;     
                    endcase
                    if (kb_index < 10)
                        kb_index <= kb_index + 1;
                    else
                        kb_index <= 0;
                    kb_clk_read <= 1;
            end
        end
        else begin
            kb_clk_read <= 0;
            sample_delay <= 0;
        end
    end
end
assign D = (~CPLDEN) ? kb_val : 8'bZ;
endmodule
==> impl_metrics.csv <==
group,metric,value,unit
synthesis,synth_warnings,3,
synthesis,ys_cells,120,
drt,ant_nets,0,
global_routing,grt_max_degree,14,
die,core_area,6277,um^2
clocking,clk_path_buf_depth,2,
placed_design,hpwl,1.890,mm
setup_path,crit_family,"buffers and inverters",
placed_design,dp_slack,-0.1483,ns
pwr,power_frac_comb,9.3,%
final_timing,fin_crit_sh,98.01,%
pwr,seq_power_share,58.6,%
die,die_w,100,um
synthesis,syn_area,1194,um^2
synthesis,edf_count,5,
hold_path,hold_path_class,"flop to flop",
setup_path,start_kind,"primary input",
layout,layout.area.seq,550.5,um^2
final_timing,tightest_slew,0.3880,ns
global_routing,grt_pass1_wl,4.160,mm
setup_path,slowest_stage,"or4b_2",
layout,fin_area,1652,um^2
hold_path,hold_path_depth,2,
setup_path,path_buffers,2,
synthesis,synth_cell_types,28,
layout,drive_above_1_share,11.04,%
synthesis,synthArstFlopShare,0,%
hold_path,hold_end,"kb_val[5]$_SDFFE_PN0P_",
clocking,cts_root_buf,"clkbuf_8",
final_timing,finClkSkew,0.003338,ns
layout,area_delta_synth_final,38.36,%
global_routing,grtUsageTotal,4.765,%
pwr,swShare,20.99,%
die,design.die.area,10000,um^2
pwr,power_density,475.5,nW/um^2
synthesis,synth_top_area_share,33.54,%
final_timing,hold_viol,0,
placed_design,port_buffers,27,
clocking,cts.htree.levels,1,
setup_path,crit_required,1.84,ns
pwr,peakVddDrop,0.5008,mV
drt,n_antenna_cell,0,
drt,drt_wl_total,2.474,mm
drt,drc,0,
setup_path,rr_worst_depth,5,
clocking,cts_tree,"yes",
clocking,clk_latency,0.26,ns
layout,comb_area,626.9,um^2
die,fp_util,19.02,%
clocking,clock_sinks,25,
job,timing.max_cap.violations,0,
pwr,p_leak,0.0007142,uW
global_routing,grt_pass1_vias,914,
final_timing,drv_slew,0,
final_timing,rsz0062_at_grt,"false",
final_timing,post-route-min-period,2.254,ns
synthesis,synthFlopType,"dfxtp_1",
clocking,clkTransAtPathRegs,0.08,ns
synthesis,synth.area.top_cells,"dfxtp_1 34%, mux2i_1 13%, edfxtp_1 13%",
final_timing,finalSetupViolations,0,
placed_design,dpl-instance-area,1590,um^2
outcome,status,"finished, final reports clean",
setup_path,path_cells,"clkdlybuf4s50_1 -> or4b_2 -> dlygate4sd2_1",
layout,final_cell_mix,"22 x nand2_1, 20 x clkdlybuf4s50_1, 20 x dfxtp_1",
die,rows,29,
setup_path,max_stage_delay,0.66,ns
placed_design,place_congestion,0.7701,
drt,via_per_inst,4.156,
layout,lay_top_count,"nand2_1",
drt,firstDrtPassIters,4,
final_timing,timing.final.ws_setup,0.04580,ns
synthesis,ys_area,1194,um^2
pwr,clkPwrFrac,32.1,%
die,fp.dieH,100,um
synthesis,yosysTopAreaCell,"dfxtp_1",
layout,nFillCells,659,
setup_path,path_class,"primary input to output pin",
pwr,switching_power,164.9,uW
drt,vias,960,
hold_path,min_from,"kb_val[5]$_SDFFE_PN0P_",
final_timing,fmax,443.6,MHz
synthesis,synth_flops,25,
drt,drtIter0Drc,36,
job,warnings,30,
drt,routedWlPerCell,10.71,um
clocking,cts_hold_buf,0,
global_routing,antenna_found_initial,0,
setup_path,worstPathMaxFanout,2,
synthesis,postSynthAreaPerCell,9.947,um^2
setup_path,endpoint_kind,"output pin",
final_timing,slew-limit-headroom,74.07,%
setup_path,r2r-end,"kb_val[6]$_SDFFE_PN0P_",
synthesis,yosysSeqAreaShare,46.12,%
setup_path,rrSetupSlack,0.68,ns
global_routing,gr-total-overflow,0,
pwr,intPower,620.5,uW
setup_path,worstReg2RegStart,"sample_delay[0]$_SDFFCE_PP0P_",
clocking,cts_inserted_buffers,3,
synthesis,syn_inst,120,
die,ios,29,
setup_path,cp.arrival,1.79,ns
cells by family (layout without fill, tap and decap cells):
logic type | Yosys count | count (layout) | share of synthesized area, %
simple gates | 54 | 54 | 24.74
flops | 25 | 25 | 46.12
mux | 16 | 16 | 13.42
compound gates | 9 | 9 | 5.136
buf+inv | 8 | 42 | 2.831
fa+ha+maj | 6 | 6 | 6.289
xor+xnor | 2 | 2 | 1.468
cell type report:
type | count | share of cell area (%)
Clock buffer | 4 | 2.727
Inverter | 5 | 1.136
Multi-Input combinational cell | 87 | 37.95
Sequential cell | 25 | 33.33
Tap cell | 77 | 5.833
Timing Repair Buffer | 33 | 19.02
worst min-delay path: cells and delay by family (launching register included):
family	cells	cell delay (ns)
and+or+nand+nor	1	0.05
muxes	1	0.05
DFF	1	0.32
state kept, by name (all words and copies together), names as in the netlist:
signal,count
kb_clk_read,1
kb_val,8
temp_val,8
kb_index,4
sample_delay,4
synth_stat cells (all sizes together) (2+ instances only):
cell type / number
mux2i: 16
edfxtp: 5
ha: 6
nand4bb: 2
o21ai: 4
dfxtp: 20
nand3: 8
clkbuf: 2
nand4: 5
and2b: 2
nand2: 22
inv: 5
a21boi: 3
nor2: 7
power groups by stage:
stage	Sequential, uW	Clock, uW	Combinational, uW
CTS	460	266	72.1
global route	461	281	81.0
finish	460	252	73.0
metal layers:
metal | global-route usage [%] | wire [um] | vias up
met3 | 2.012 | 213 | 2
met4 | 0.2174 | 5 | 0
met5 | 0 | 0 | -
met1 | 6.835 | 1318 | 438
li1 | - | - | 492
met2 | 6.919 | 937 | 28
through the flow:
stage               hold slack (ns)  total power (uW)  util (%)  cells  TNS (ns)
finish                       0.4616             785.3     26.31    231         0
global route                 0.4925             822.9     26.31    231         0
CTS                          0.4665             797.9     25.99    231         0
detailed placement           0.4541             543.1     25.33    227   -0.4293
global placement             0.4478             542.0     25.33    227   -0.4527
floorplan                    0.4237             497.5         -    120         0
worst max-delay path by stage:
stage                 endpoint  cells past startpoint  start  slack, ns
after CTS               LCDEN0                      4  A[14]      0.003
after global routing     PIOEN                      3  IOREQ       0.02
final                    PIOEN                      3  IOREQ       0.05
repair_timing:
item,4_1_cts,5_1_grt
resized,6,5
endpoints found under the setup margin,4,3
setup buffers,0,0
pin swaps,0,2
Power figures rest on the tool's default switching activity, not on a simulated workload.
